[/design/flow/run.sh]
#!/bin/bash
# OpenROAD 26Q1-2900-gdf79404cd8, Yosys 0.63+post, stock flow scripts
make -C /OpenROAD-flow-scripts/flow DESIGN_CONFIG=/design/flow/config.mk WORK_HOME=/design/flow/orfs finish
[/design/flow/config.mk]
export PLATFORM = sky130hd
export DESIGN_NAME = alu
export DESIGN_NICKNAME = alu
export VERILOG_FILES = /design/flow/design.v
export SDC_FILE = /design/flow/constraint.sdc
export NUM_CORES = 4
export LEC_CHECK = 1
export CORE_UTILIZATION = 40
[/design/flow/constraint.sdc]
current_design alu

set clk_period 47.7
set clk_io_pct 0.2

create_clock -name clk0 -period $clk_period

set non_clock_inputs [all_inputs -no_clocks]
set_input_delay [expr $clk_period * $clk_io_pct] -clock clk0 $non_clock_inputs
set_output_delay [expr $clk_period * $clk_io_pct] -clock clk0 [all_outputs]
[/design/flow/design.v]
module add_subtr_unit(out, carryout, carryin, a_in, b_in);
	output logic out, carryout;
	input logic carryin, a_in, b_in;
	logic temp_ab,temp_ac,temp_bc;
	xor out_digit (out, carryin, a_in, b_in);
	and ab (temp_ab, a_in, b_in);
	and ac (temp_ac, a_in, carryin);
	and bc (temp_bc, b_in, carryin);	
	or c_out (carryout, temp_ab, temp_ac, temp_bc);
endmodule
module add_subtr_unit_testbench();
	logic out, carryout;
	logic carryin, a_in, b_in;
	logic temp_ab,temp_ac,temp_bc;
	add_subtr_unit	dut(.out, .carryout, .carryin, .a_in, .b_in);
	integer i;
	 initial begin
		for(i=0; i<8; i++) begin
			{a_in,b_in,carryin} = i; #10;
		end
	 end
endmodule
module alu(A, B, cntrl, result, negative, zero, overflow, carry_out);
	output logic negative, zero, overflow, carry_out;
	output logic [63:0] result;
	input logic [63:0] A, B;
	input logic [2:0] cntrl;
	logic [7:0] mux_in;
	logic carry_pass[63:0];
	logic [15:0] zero_comp1;
	logic [4:0] zero_comp2;
	single_alu zero_bit (.out(result[0]), .carryout(carry_pass[0]), 
								.carryin(cntrl[0]), .a_in(A[0]), .b_in(B[0]), .control(cntrl));
	genvar i;
	generate
	for (i = 1; i < 64; i++) begin: eachalu
		single_alu bits (.out(result[i]), .carryout(carry_pass[i]), 
							  .carryin(carry_pass[i-1]), .a_in(A[i]), .b_in(B[i]), .control(cntrl));
	end
	endgenerate
	assign carry_out = carry_pass[63];
	assign negative = result[63];
	xor overflow_flag (overflow,carry_out,carry_pass[62]); 
	genvar j,k;
	generate 
	for (i = 0; i < 16; i++) begin: eachnor
		nor comp1 (zero_comp1[i], result[4*i],result[4*i+1],result[4*i+2],result[4*i+3]);
	end
	for (j = 0; j < 4; j++) begin: eachand
		and comp2 (zero_comp2[j], zero_comp1[4*j], zero_comp1[4*j+1], zero_comp1[4*j+2], zero_comp1[4*j+3]);
	end
	endgenerate
	and zero_flage (zero,zero_comp2[0],zero_comp2[1],zero_comp2[2],zero_comp2[3]);
endmodule
module mux2_1(out, i0, i1, sel);
	output logic out;
	input logic i0, i1, sel;
	assign out = (i1 & sel) | (i0 & ~sel);
	endmodule
module mux2_1_testbench();
	logic i0, i1, sel;
	logic out;
	mux2_1 dut (.out, .i0, .i1, .sel);
	initial begin
	sel=0; i0=0; i1=0; #10;
	sel=0; i0=0; i1=1; #10;
	sel=0; i0=1; i1=0; #10;
	sel=0; i0=1; i1=1; #10;
	sel=1; i0=0; i1=0; #10;
	sel=1; i0=0; i1=1; #10;
	sel=1; i0=1; i1=0; #10;
	sel=1; i0=1; i1=1; #10;
	end
endmodule 
module mux4_1(out, i00, i01, i10, i11, sel0, sel1);
 output logic out;
 input logic i00, i01, i10, i11, sel0, sel1;
 logic v0, v1;
 mux2_1 m0(.out(v0), .i0(i00), .i1(i01), .sel(sel0));
 mux2_1 m1(.out(v1), .i0(i10), .i1(i11), .sel(sel0));
 mux2_1 m (.out(out), .i0(v0), .i1(v1), .sel(sel1));
endmodule
module mux4_1_testbench();
 logic i00, i01, i10, i11, sel0, sel1;
 logic out;
 mux4_1 dut (.out, .i00, .i01, .i10, .i11, .sel0, .sel1);
 integer i;
 initial begin
 for(i=0; i<64; i++) begin
 {sel1, sel0, i00, i01, i10, i11} = i; #10;
 end
 end
endmodule 
module mux8_1(out, in, control);
  output logic out;
  input logic [7:0] in;
  input logic [2:0] control;
  logic upbit, downbit;
 mux4_1 m1(.out(upbit), .i00(in[4]), .i01(in[5]), .i10(in[6]), .i11(in[7]), .sel0(control[0]), .sel1(control[1]));
 mux4_1 m0(.out(downbit), .i00(in[0]), .i01(in[1]), .i10(in[2]), .i11(in[3]), .sel0(control[0]), .sel1(control[1]));
 mux2_1 m (.out, .i0(downbit), .i1(upbit), .sel(control[2]));
endmodule
module mux8_1_testbench();
  logic out;
  logic [7:0] in;
  logic [2:0] control;
 mux8_1 dut (.out, .in, .control);
 integer i, j;
 initial begin
 for(i=0; i<8; i++) begin
	control = i; #10;
	for(j = 1; j < 256; j *= 2) begin
		in = j; #10;
		end
 end
 end
endmodule 
module single_alu(out, carryout, carryin, a_in, b_in, control);
	output logic out, carryout;
	input logic carryin, a_in, b_in;
	input logic [2:0] control;
	logic [7:0] mux_in;
	logic b_mod;
	mux2_1 add_subtr_control (.out(b_mod), .i0(b_in), .i1(~b_in), .sel(control[0]));
	add_subtr_unit ad_sub_unit(.out(mux_in[2]), .carryout, .carryin, .a_in, .b_in(b_mod)); 
	assign mux_in[3] = mux_in[2];
	assign mux_in[0] = b_in;
	and ab_and (mux_in[4], a_in, b_in);
	or ab_or (mux_in[5], a_in, b_in);
	xor ab_xor (mux_in[6], a_in, b_in);
	mux8_1 alu_connect (.out, .in(mux_in), .control);	
endmodule
module single_alu_testbench();
	logic out,carryout;
	logic carryin, a_in, b_in;
	logic [2:0] control;
	single_alu dut (.out,.carryout, .carryin, .a_in, .b_in, .control);	
	integer i, j;
	initial begin 
	for (j = 0; j < 8; j++) begin
		control = j; #100;
		for (i = 0; i < 8; i++) begin
			{a_in,b_in,carryin} = i; #100;
		end
	end		
	end	
endmodule
==> results.py <==
# Flow results
metrics = {
    "final_layout": {
        "flops": 0,
        "final_util_pct": 50.6,
        "fin_area_um2": 9530,
        "syn_to_final_growth_pct": 22.9,
        "layout-drive-gt1-share_pct": 6.72,
        "flop_area_um2": 0,
        "mostFrequentLayoutCell": "clkdlybuf4s50_1",
        "clkbuf_count": 0,
        "most-common-layout-cells": "clkdlybuf4s50_1 (195), ha_1 (192), inv_1 (190)",
    },
    "setup_path": {
        "path_max_fanout": 2,
        "cpMostUsedCell": "fa_1",
        "crit_type": "in -> out",
        "critPathLaunchType": "input pin",
        "cpPeakStageDelay_ns": 0.52,
        "cp_slowest_cell": "or4_1",
        "cp.required_ns": 38.16,
        "crit_arrival_ns": 37.09,
        "crit_path_end_kind": "output port",
    },
    "flow_run": {
        "warning_count": 96,
        "cap_viol_max_count": 0,
    },
    "synthesis": {
        "syn_area_um2": 7750,
        "netlist_instances": 870,
        "ys_seq_share_pct": 0,
        "largest_area_cell": "ha_1",
        "ys_cells": 870,
        "ys_types": 37,
        "yosysWarnings": 130,
        "top_cell_area_share_pct": 31.0,
        "top_cells_by_area": "ha_1 (31%), fa_1 (16%), mux2i_1 (16%)",
        "synth.avg_cell_area_um2": 8.91,
        "ys_chip_area_um2": 7750,
    },
    "timing": {
        "tightest_slew_ns": 0.767,
        "finalClockPeriodUsage_pct": 97.8,
        "slew_viol_final": 0,
        "fmax_mhz": 21.4,
        "maxSlewHeadroom_pct": 48.8,
        "setup_viol": 0,
        "worst_hold_slack_ns": 19.95,
        "setup-tns-final_ns": 0,
        "hold_viol_final": 0,
        "rsz0062_at_grt": "no",
        "finalCriticalPeriod_ns": 46.63,
    },
    "pwr": {
        "combPwrFrac_pct": 100.0,
        "internal_power_w": 0.0000565,
        "p_seq_share_pct": 0,
        "power_frac_clock_pct": 0,
        "vdd_drop_max_mv": 0.00640,
        "p_sw_w": 0.0000490,
        "total_power_w": 0.000106,
        "p_leak_nw": 4.95,
        "power_switching_share_pct": 46.4,
        "power_density_nw_per_um2": 11.1,
    },
    "floorplan": {
        "num_rows": 50,
        "fp.dieW_um": 141,
        "pin_count": 199,
        "fp_util_pct": 41.2,
        "die_h_um": 141,
        "core_um2": 18800,
        "die_area_um2": 19900,
    },
    "route": {
        "via_count": 6140,
        "dr.first_iter.drc_count": 174,
        "wl_per_cell_um": 16.7,
        "wirelength_mm": 20.7,
        "drcViolationCount": 0,
        "drtPass1Iterations": 6,
        "n_antenna_cell": 0,
        "detail-route-antenna-nets": 0,
        "via_per_inst": 4.94,
    },
    "place": {
        "dp_hpwl_mm": 16.8,
        "io_buffer_count": 199,
        "gp_congestion": 0.875,
        "place_area_um2": 9500,
    },
    "global_route": {
        "grt_pass1_wl_mm": 32.6,
        "grt_antenna_before_repair": 0,
        "grt_usage_pct": 21.6,
        "grt_pass1_vias": 6018,
        "grt_max_degree": 64,
        "grt_overflow": 0,
    },
    "cts": {
        "cts_hold_buf": 0,
    },
    "min_path": {
        "worstHoldPathType": "in -> out",
    },
    "run_status": {
        "status": "completed",
    },
}
[metrics by stage]
stage / cells / worst slack, ns
final: 1242 / 1.07
after global routing: 1242 / 0.0174
after CTS: 1242 / 0.0215
after detailed placement: 1242 / -0.470
after global placement: 1242 / -0.251
after floorplan: 870 / 0.193
[synthesized netlist by cell type, types with 7 or more instances]
| library cell | n |
|---|---|
| inv_1 | 191 |
| buf_2 | 20 |
| or2_2 | 8 |
| ha_1 | 192 |
| a21oi_1 | 14 |
| o21a_1 | 8 |
| nor2_1 | 12 |
| o221a_2 | 14 |
| o221ai_1 | 37 |
| nor4_1 | 13 |
| buf_6 | 7 |
| buf_4 | 67 |
| a21boi_0 | 32 |
| nand2_1 | 8 |
| fa_1 | 63 |
| mux2i_1 | 124 |
| a211oi_1 | 10 |
| clkbuf_1 | 11 |
[power groups by stage]
stage                 Combinational, W  Clock, W  Sequential (W)
after CTS                     0.000107         0               0
after global routing          0.000120         0               0
final                         0.000106         0               0
[layout make-up]
type / count / area, µm²
Multi-Input combinational cell: 571 / 6340
Inverter: 192 / 721
Timing Repair Buffer: 219 / 2140
Tap cell: 260 / 325
Fill cell: 1731 / 9300
[critical path: cells and delay by family]
family	cells	cell delay, ns
AND-OR/OR-AND	1	0.21
adder cells (fa/ha/maj)	62	25.21
multiplexers	2	0.37
AND/OR/NAND/NOR	4	0.97
buffers and inverters	3	0.73
[worst paths after layout]
| kind | start | end | depth (start not counted) |
|---|---|---|---|
| max | B[0] | zero | 72 |
| min | cntrl[2] | result[39] | 4 |
[cells by family (layout without fill, tap and decap cells)]
group,count (synthesis),after routing,synth area share (%)
simple gates,57,57,4.15
mux,125,125,16.2
buf+inv,299,411,18.7
compound gates,131,131,13.4
xor+xnor,3,3,0.339
fa+ha+maj,255,255,47.2
[metal layers]
| layer | vias to the layer above | wire [µm] | part of all wire, % | track usage, % |
|---|---|---|---|---|
| li1 | 3110 | - | - | - |
| met1 | 2846 | 9800 | 47 | 32.9 |
| met2 | 178 | 9480 | 46 | 34.9 |
| met3 | 6 | 1300 | 6.3 | 2.42 |
| met4 | 0 | 108 | 0.52 | 1.03 |
| met5 | - | 0 | 0 | 0 |
[what timing repair did]
| action | 4_1_cts | 5_1_grt |
|---|---|---|
| endpoints found under the setup margin | 1 | 4 |
| resized | 7 | 13 |
| buffers inserted | 0 | 0 |
| pin swaps | 0 | 4 |
No activity file was given, so power comes from the tool's default toggle rates.
